==> flow/design.v <==
`timescale 1ns / 1ps
module ControlModule(
    input [3:0] opcode,
	 input clk,
	 output wire PCSrc,
	 output wire PCWrite,
	 output wire Addr0Src,
	 output wire memRead,
	 output wire memWrite,
	 output wire nextInstWrite,
	 output wire [1:0] regStore,
	 output wire regWrite,
	 output wire imm,
	 output wire R0Write,
	 output wire R1Write,
	 output wire [1:0] ALUsrc0,
	 output wire ALUsrc1,
	 output wire ALUctrl,
	 output wire SchwapClk
	 );
	reg [3:0] state;
	always @(negedge clk) begin
		if (state < 4) begin
			state = state + 1;
		end
		else begin
			state = 0;
		end
	end
	always @(posedge clk) begin
		if (state == 0)begin
			PCSrc = 1'b1;
			PCWrite = 1'b1;
			Addr0Src = 1'b1;
			memRead = 1'b1;
			memWrite = 1'b0;
			IRwrite = 1'b1;
			nextInstWrite = 1'b1;
		end else if (state == 1) begin
			memWrite = 1'b0;
			IRwrite = 1'b0;
			nextInstWrite = 1'b0;
			regWrite = 1'b0;
			R0write = 1'b1;
			R1write = 1'b1;
			ALUsrc0 = 2'b00;
			ALUsrc1 = 1'b1;
			ALUctrl = 1'b0;
			SchwapClk = 1'b0;
			if (opcode == 1) begin
				PCwrite = 1'b1;
				regStore = 2'b01;
				imm = 1'b1;
			end else begin
				PCwrite = 1'b0;
				regStore = 2'b00;
				imm = 1'b0;
			end
		end else if (state == 2) begin
			memWrite = 1'b0;
			regWrite = 1'b0;
			R0write = 1'b0;
			R1write = 1'b0;
			PCsrc = 1'b0;
			IRwrite = 1'b0;
			nextInstWrite = 1'b0;
			if (opcode == 0 || opcode == 1) begin
				PCwrite = 1'b0;
				ALUsrc0 = 2'b01;
				ALUsrc1 = 1'b0;
				ALUctrl = 1'b1;
				SchwapClk = 1'b0;
			end else if (opcode == 2 || opcode == 3 || opcode == 4 || opcode == 5 || opcode == 7 || opcode == 8) begin
				PCwrite = 1'b1;
				ALUsrc0 = 2'b10;
				ALUsrc1 = 1'b0;
				ALUctrl = 1'b0;
				SchwapClk = 1'b0;
			end else if (opcode == 6) begin
				PCwrite = 1'b1;
				ALUsrc0 = 2'b01;
				ALUsrc1 = 1'b1;
				ALUctrl = 1'b0;
				SchwapClk = 1'b0;
			end else if (opcode == 14) begin
				PCwrite = 1'b0;
				ALUsrc0 = 2'b00;
				ALUsrc1 = 1'b0;
				ALUctrl = 1'b0;
				SchwapClk = 1'b1;
			end else if (opcode == 15) begin
				PCwrite = 1'b0;
				ALUsrc0 = 2'b00;
				ALUsrc1 = 1'b0;
				ALUctrl = 1'b0;
				SchwapClk = 1'b0;
			end
		end else if (state == 3) begin
			PCwrite = 1'b0;
			Addr0Src = 1'b0;
			IRwrite = 1'b0;
			regStore = 1'b0;
			if (opcode == 0 || opcode == 1) begin
				memRead = 1'b0;
				memWrite = 1'b0;
				regWrite = 1'b1;
			end else if (opcode == 7) begin
				memRead = 1'b1;
				memWrite = 1'b0;
				regWrite = 1'b0;
			end else if (opcode == 8) begin
				memRead = 1'b0;
				memWrite = 1'b1;
				regWrite = 1'b0;
			end
		end else if (state == 4) begin
			PCwrite = 1'b0;
			memRead = 1'b0;
			memWrite = 1'b0;
			IRwrite = 1'b0;
			regStore = 1'b0;
			regWrite = 1'b1;
		end
	end	
endmodule
==> flow/run.sh <==
#!/bin/bash
# OpenROAD 26Q1-2900-gdf79404cd8, Yosys 0.63+post, stock flow scripts
make -C /OpenROAD-flow-scripts/flow DESIGN_CONFIG=/design/flow/config.mk WORK_HOME=/design/flow/orfs finish
==> flow/constraint.sdc <==
current_design ControlModule

set clk_period 3.0
set clk_io_pct 0.2

create_clock -name clk0 -period $clk_period [get_ports {clk}]

set non_clock_inputs [all_inputs -no_clocks]
set_input_delay [expr $clk_period * $clk_io_pct] -clock clk0 $non_clock_inputs
set_output_delay [expr $clk_period * $clk_io_pct] -clock clk0 [all_outputs]
==> flow/config.mk <==
export PLATFORM = sky130hd
export DESIGN_NAME = ControlModule
export DESIGN_NICKNAME = ControlModule
export VERILOG_FILES = /design/flow/design.v
export SDC_FILE = /design/flow/constraint.sdc
export NUM_CORES = 4
export LEC_CHECK = 1
export CORE_AREA = 10 10 81 81
export DIE_AREA = 0 0 91 91
==> impl_report.txt <==
==== FLOW RESULTS ====
----------------------------------------------------
[Global routing]
  Overflow left after global routing ........................ 0
  GRT Overall Usage ........................ 0.0456
  Wire length of the first global-routing pass ........................ 3200 um
  Number of antenna violations at the first check in global routing ........................ 0
  Largest net degree at the start of global routing ........................ 10
  Number of global-route vias before repair ........................ between 600 and 700

[Final timing]
  Setup slack after layout ........................ -37.8 ps
  Hold violation count in the final report ........................ 0
  Setup repair after global routing missed its margin ........................ true
  Worst Hold Margin ........................ approximately 470 ps
  Final setup vio count ........................ 7
  Clock skew after layout ........................ 71.1 ps
  Max-slew violation total from the final report ........................ 0

[Logic synthesis]
  Chip area in the Yosys report ........................ roughly 840 sq um
  Number of distinct standard cells referenced by the synthesized netlist ........................ 34
  Area leader share ........................ 0.284
  Syn Std Cell Area ........................ around 840 sq um
  Share of flip-flops with an asynchronous set or reset ........................ 0
  Sequential fraction of the synthesis area ........................ 0.474
  Synthesized registers ........................ 16
  Top cells by area ........................ edfxtp_1 28%, dfxtp_1 19%, ha_1 5.9%, buf_4 4.4%, nor2_1 3.1%
  Number of cells produced by synthesis ........................ approximately 83
  Mean cell area of the mapped netlist ........................ around 10 sq um
  Count of flip-flops with a built-in enable after synthesis ........................ 8
  Cell accounting for the most synthesized area ........................ edfxtp_1
  Most frequent cells after synthesis ........................ 8 x dfxtp_1, 8 x edfxtp_1, 7 x nor2_1
  Dominant synthesized flop cell ........................ edfxtp_1
  Yosys warns ........................ slightly above 80
  Yosys cell count ........................ about 83

[Clock tree]
  Clock buffer depth ........................ 2
  Number of buffers created by CTS ........................ 3
  Insertion Delay late pin ........................ roughly 310 ps
  Clk pin slew, worst setup/hold paths ........................ around 70 ps
  CTS Hold Buffers Added ........................ 0
  Total number of H-tree levels ........................ 1
  Clock root cell ........................ clkbuf_8
  Clock net sink count ........................ 16
  CTS tree ........................ built

[Drt]
  Overall via count from detail_route ........................ a little under 700
  Total inserted antenna cells ........................ 0
  Post-detailed-route wirelength per cell ........................ 10.5 um
  Via density per instance ........................ between 3 and 4
  DRC Markers ........................ 0
  Routed Wire Length ........................ 1950 um
  Detailed Route Iter0 Violations ........................ 30
  Remaining antenna violation count ........................ 0
  First drt pass iteration count ........................ 4

[Final layout]
  Fin cells ........................ around 190
  Number of flip-flops in the largest register ........................ 4
  Post-route cell area ........................ 1350 sq um
  Fraction of layout cells with a size suffix above 1 ........................ 0.339
  Area overhead of the layout relative to synthesis ........................ 59.6%

[Placement]
  Post-Place Cell Area ........................ around 1200 sq um
  DP HPWL ........................ 1490 um
  Routability Congestion ........................ around 0.87
  Number of I/O port buffers ........................ 16
  # placed instances ........................ ~170
  Post-Place Setup Slack ........................ -75.1 ps

[Setup path]
  Kind of cell with the highest combined delay on the critical path ........................ AND-OR/OR-AND gates
  Critical Path End Type ........................ flip-flop
  Cell breakdown of the critical path ........................ inv_4 > ha_4 > or2_4 > nand2_4 > a311oi_4
  Start-to-end type of the worst setup path ........................ flip-flop to flip-flop
  Signal arrival time at the worst endpoint ........................ between 2000 and 3000 ps
  Peak per-stage delay on the critical path ........................ 380 ps
  Worst setup SP type ........................ flip-flop
  Worst path slowest cell ........................ a311oi_4
  Required time at the worst-slack endpoint ........................ around 2900 ps
  Worst path bufs/invs ........................ 1
  Crit Path Max Fanout ........................ 5

[Worst hold path]
  Type of the worst min-delay path ........................ flip-flop to flip-flop

[Die]
  Init Core Util ........................ 0.175
  # IOs ........................ 22
  Die extent in y ........................ between 90 and 100 um
  Core Footprint ........................ roughly 4800 sq um
  Chip Area ........................ 8280 sq um
  Standard-cell row count ........................ 25
  Die Width ........................ around 90 um

[Power and ir drop]
  Power per cell area ........................ 438 nW/um^2
  Leakage power ........................ about 0.51 nW
  Maximum ir drop on the vdd rail ........................ between 0.15 and 0.2 mV

[Flow run]
  Number of warnings in the stage logs ........................ 35
  Reported max-cap violation count ........................ 0

[Outcome]
  Violations in the final reports ........................ negative setup slack
  Run status ........................ finished, violations left

----------------------------------------------------
## layout by cell type, fill, tap and decap left out, types with 2 or more instances in the layout
cell,instances
a211o_1,2
a21o_1,2
a21oi_1,3
a311o_1,2
buf_4,13
buf_6,2
clkbuf_8,3
clkdlybuf4s50_1,16
conb_1,6
dfxtp_1,5
dfxtp_4,2
edfxtp_1,8
ha_4,4
inv_1,7
inv_4,2
nand2_1,2
nor2_1,7
nor3_1,3
nor3b_1,2
## stage by stage
step | total power [mW] | TNS, ps | utilization
after floorplan | 0.331 | -28.4 | -
after global placement | 0.393 | -295 | 0.243
after detailed placement | 0.391 | -472 | 0.243
after CTS | 0.580 | -240 | 0.266
after global routing | 0.622 | -617 | 0.280
final | 0.590 | -211 | 0.280
## worst register-to-register path, cell delays in order (launching register included)
cell and delay (ps):
dfxtp_4 360, inv_4 80, ha_4 130, or2_4 140, nand2_4 60, a311oi_4 380
## routing by layer
metal	vias up	wire, um	track usage
met3	0	186	0.0257
met2	22	834	0.0680
met4	0	0	0.00131
li1	360	-	-
met1	297	926	0.0599
met5	-	0	0
## cell type report
cell class	instances	area, sq um
fill	504	3470
multi-input combinational	58	489
sequential	16	409
timing repair buffer	31	280
tap	67	83.8
clock buffer	3	41.3
inverter	5	23.8
clock inverter	5	20.0
## report_power, final
part           leakage (nW)  switching, mW  total (mW)  internal (mW)
registers             0.141         0.0155       0.264          0.249
clock network        0.0468         0.0805       0.179         0.0988
logic                 0.322         0.0588       0.147         0.0881
total                 0.510          0.155       0.590          0.435
## worst paths after layout
kind | to | slack, ps | startpoint | cells after the start
setup / recovery | SchwapClk$_SDFFCE_PP0P_ | -40 | state[1]$_SDFF_NP0_ | 5
hold / removal | nextInstWrite$_SDFFE_PP1N_ | 470 | nextInstWrite$_SDFFE_PP1N_ | 1
setup reg to reg | SchwapClk$_SDFFCE_PP0P_ | -40 | state[1]$_SDFF_NP0_ | 5
hold reg to reg | nextInstWrite$_SDFFE_PP1N_ | 470 | nextInstWrite$_SDFFE_PP1N_ | 1
## what timing repair did
action,CTS,global route
buffers inserted,2,2
pin swaps,3,9
resized,12,12
setup endpoints to repair,9,10
## logic make-up after synthesis
group,synth area share
DFF,0.474
buffers and inverters,0.0830
adders and majority gates,0.0593
other,0.00889
AOI/OAI and AO/OA,0.159
muxes,0.0119
and+or+nand+nor,0.204
Power and IR drop assume default switching activity.
