[flow/config.mk]
export PLATFORM = sky130hd
export DESIGN_NAME = RegisterFile
export DESIGN_NICKNAME = RegisterFile
export VERILOG_FILES = /design/flow/design.v
export SDC_FILE = /design/flow/constraint.sdc
export NUM_CORES = 4
export LEC_CHECK = 1
export CORE_UTILIZATION = 50
[flow/constraint.sdc]
current_design RegisterFile

set clk_period 18.5
set clk_io_pct 0.2

create_clock -name clk0 -period $clk_period [get_ports {clk}]
create_clock -name clk1 -period $clk_period [get_ports {schwapClk}]

set non_clock_inputs [all_inputs -no_clocks]
set_input_delay [expr $clk_period * $clk_io_pct] -clock clk0 $non_clock_inputs
set_output_delay [expr $clk_period * $clk_io_pct] -clock clk0 [all_outputs]
[flow/design.v]
`timescale 1ns / 1ps
module RegisterFile(
	input clk,
	input write,
	input [3:0] readAddrA,
	input [3:0] readAddrB,
	input [3:0] writeAddr,
	input [15:0] writeData,
	output reg [15:0] readDataA,
	output reg [15:0] readDataB,
	input [3:0] schwapReg,
	input schwapClk
    );
	reg [15:0] reg0[0:3];  
	reg [15:0] reg1[0:3];  
	reg [15:0] reg2[0:3];  
	wire [1:0] readAddrA1;  
	wire [1:0] readAddrA2;
	wire [1:0] readAddrB1;
	wire [1:0] readAddrB2;
	wire [1:0] writeAddr1;
	wire [1:0] writeAddr2;
	wire [15:0] schwapReadA;
	wire [15:0] schwapReadB;
	wire schwapWrite;
	schwap reg3 (
		.clk(clk),
		.write(schwapWrite),
		.readAddrA(readAddrA2),
		.readAddrB(readAddrB2),
		.writeAddr(writeAddr2),
		.writeData(writeData),
		.readDataA(schwapReadA),
		.readDataB(schwapReadB),
		.schwapReg(schwapReg),
		.schwapClk(schwapClk)
	);
	assign readAddrA1 = readAddrA[3:2];
	assign readAddrA2 = readAddrA[1:0];
	assign readAddrB1 = readAddrB[3:2];
	assign readAddrB2 = readAddrB[1:0];
	assign writeAddr1 = writeAddr[3:2];
	assign writeAddr2 = writeAddr[1:0];
	assign schwapWrite = writeAddr1[0] & writeAddr1[1] & write;
	always @(*) begin
		case (readAddrA1)
			0: readDataA = reg0[readAddrA2];
			1: readDataA = reg1[readAddrA2];
			2: readDataA = reg2[readAddrA2];
			3: readDataA = schwapReadA;
			default: readDataA = 16'hXXXX;
		endcase
		case (readAddrB1)
			0: readDataB = reg0[readAddrB2];
			1: readDataB = reg1[readAddrB2];
			2: readDataB = reg2[readAddrB2];
			3: readDataB = schwapReadB;
			default: readDataB = 16'hXXXX;
		endcase
	end
	always @(clk) begin
	if (write)
		case(writeAddr1)
			0: reg0[writeAddr2] <= writeData;
			1: reg1[writeAddr2] <= writeData;
			2: reg2[writeAddr2] <= writeData;
		endcase
	end
endmodule
`timescale 1ns / 1ps
module schwap (
	input clk,
	input write,
	input [1:0] readAddrA,
	input [1:0] readAddrB,
	input [1:0] writeAddr,
	input [15:0] writeData,
	output reg [15:0] readDataA,
	output reg [15:0] readDataB,
	input [3:0] schwapReg,
	input schwapClk
	);
	reg [15:0] reg0[0:15];
	reg [15:0] reg1[0:15];
	reg [15:0] reg2[0:15];
	reg [15:0] reg3[0:15];
	reg [3:0] sReg;
	always @(posedge schwapClk) begin
		sReg = schwapReg;
	end
	always @(posedge clk) begin
		case (readAddrA)
			0: readDataA = reg0[sReg];
			1: readDataA = reg1[sReg];
			2: readDataA = reg2[sReg];
			3: readDataA = reg3[sReg];
			default: readDataA = 16'hXXXX;
		endcase
		case (readAddrB)
			0: readDataB = reg0[sReg];
			1: readDataB = reg1[sReg];
			2: readDataB = reg2[sReg];
			3: readDataB = reg3[sReg];
			default: readDataB = 16'hXXXX;
		endcase
	end
	always @(posedge clk) begin
		if (write)
			case(writeAddr)
				0: reg0[sReg] <= writeData;
				1: reg1[sReg] <= writeData;
				2: reg2[sReg] <= writeData;
				3: reg3[sReg] <= writeData;
			endcase
	end
endmodule
[flow/run.sh]
#!/bin/bash
# OpenROAD 26Q1-2900-gdf79404cd8, Yosys 0.63+post, stock flow scripts
make -C /OpenROAD-flow-scripts/flow DESIGN_CONFIG=/design/flow/config.mk WORK_HOME=/design/flow/orfs finish
==> impl_metrics.tcl <==
# place-and-route summary
set metrics [dict create \
    synthToLayoutAreaGrowth_pct 12.4 \
    fp_util_pct 50.7 \
    drv_cap 0 \
    vdd_ir_drop_max_v 0.0000882 \
    pin_count 67 \
    maxSlewHeadroom_pct 33.8 \
    dpl-instance-area_sq_um 49000 \
    hold_viol_final 0 \
    yosys_area_sq_um 46700 \
    power.share.sequential_pct 52.4 \
    die_area_sq_um 94500 \
    status "finished clean" \
    hpwlAfterDp_um 82700 \
    yosysWarningCount 5 \
    cts_setup_buffers 0 \
    core_region_area_sq_um 92100 \
    die_w_um 307 \
    vias_per_cell 6.26 \
    switching_share_pct 21.8 \
    grt_pass1_wl_um 185000 \
    untimed_endpoints 192 \
    setup_viol 0 \
    finalMaxSlewViolations 0 \
    syn_avg_cell_area_sq_um 19.2 \
    clk_pin_slew_worst_paths_ps 60 \
    leakage_nw 17.2 \
    unclocked_regs 192 \
    fp.dieH_um 307 \
    ff_type "edfxtp_1" \
    worstMarginPinSlew_ps 992 \
    warnings 27 \
    grt.overflow.total 0 \
    enable_flop_cells 1024 \
    first_iter_violations 1835 \
    gp_congestion 1.01 \
    cts-resized-gates 0 \
    p_int_w 0.00403 \
    skew_ps 44.9 \
    grt_setup_unrepaired "no" \
    drtAntennaViolNets 0 \
    netSwitchingPower_w 0.00112 \
    setup_tns_ps 0 \
    drt-pass1-iter-count 7 \
    critPathMaxFanout 34 \
    vias 24356 \
    cts_tree "built" \
    r2r_slack_ps 14550 \
    ys_types 37 \
    grt_pass1_vias 26087 \
    fin_area_sq_um 52500 \
    antenna_found_initial 0 \
    track_usage_pct 31.3 \
    finalWirelength_um 128000 \
    syn_area_sq_um 46700 \
    startpoint_type "input pin" \
    critPathKind "input pin to primary output" \
    netlist_instances 2424 \
    yosys_cells 2424 \
    cp.required_ps 14800 \
    grt_start_max_net_pins 90 \
    rows 111 \
    pwr-share-clk_pct 40.4 \
    drive_gt1_share_pct 24.2 \
    crit_path_end_kind "primary output" \
    portBuffers 65 \
    powerDensity_nw_per_um2 98.2 \
    combPwrFrac_pct 7.2 \
    cts_hold_buf 0 \
    arrival_ps 6760 \
    hold_path.class "register to register" \
    synth_flops 1252 \
    final_core_util_pct 57.0 \
    drcViolationCount 0 \
    synth_async_sr_flop_share_pct 0 \
    wl_per_cell_um 32.9 \
]
==> path summary, 6_finish.rpt <==
path                       from           endpoint  cells after the start
setup / recovery   readAddrA[0]      readDataA[14]                      8
hold / removal     reg3.sReg[3]   reg3.reg0[3][11]                      2
setup reg to reg   reg3.sReg[0]  reg3.readDataB[0]                      7
hold reg to reg    reg3.sReg[3]   reg3.reg0[3][11]                      2
max in group clk1  schwapReg[3]       reg3.sReg[3]                      1
min in group clk1  schwapReg[0]       reg3.sReg[0]                      1
==> per-layer routing <==
| layer | track usage [%] | vias to the layer above | routed length (um) |
|---|---|---|---|
| met5 | 2.74 | - | 323 |
| li1 | - | 10341 | - |
| met1 | 47.1 | 12498 | 45900 |
| met2 | 44.0 | 1296 | 59500 |
| met4 | 7.78 | 6 | 4480 |
| met3 | 17.8 | 215 | 17700 |
==> kinds of logic (layout without fill, tap and decap cells) <==
kind of cell / after synthesis / count (layout) / synth area share, %
buffers and inverters: 157 / 377 / 1.53
latches: 192 / 192 / 6.17
DFF: 1060 / 1060 / 67.5
muxes: 354 / 354 / 16.2
AOI/OAI and AO/OA: 401 / 401 / 6.00
and+or+nand+nor: 260 / 260 / 2.62
other: 0 / 3 / 0
==> stage by stage <==
stage               worst slack [ps]  hold slack, ps  power (W)  std cells
floorplan                       9820             771    0.00293       2424
global placement                8110             893    0.00312       3701
detailed placement              8090             886    0.00312       3701
CTS                             8100             661    0.00519       3887
global route                    7900             700    0.00530       3887
finish                          8040             697    0.00515       3890
==> placed cells by master (no fill, tap or decap), types with 6 or more instances in the layout <==
cell type / n
a21oi_1: 30
nand4_1: 32
nand3_1: 7
clkbuf_1: 25
clkinv_1: 24
dlxtn_1: 192
and3_1: 25
mux2_2: 30
mux2_1: 6
mux4_2: 318
clkinv_2: 7
a32o_1: 6
clkdlybuf4s50_1: 45
o221ai_1: 6
a31oi_1: 24
buf_2: 20
buf_4: 121
dfxtp_1: 34
a22o_1: 140
nor2_1: 65
bufinv_16: 10
nand2_1: 98
clkinvlp_4: 6
o21ai_1: 8
a211oi_1: 12
nor2b_1: 6
clkbuf_16: 108
a221oi_1: 24
or3b_1: 6
a21o_1: 25
edfxtp_1: 1024
o21ai_0: 126
==> flip-flops by register name, summed over array words and instances (netlist names) <==
name	cells
reg3.readDataA	16
reg1	64
reg3.reg3	256
reg3.reg0	256
reg3.reg1	256
reg3.reg2	256
reg3.readDataB	16
reg3.sReg	4
reg0	64
reg2	64
==> cell usage after synthesis (2+ instances only) <==
library cell | n | share of area, %
or3b_1 | 6 | 0.11
and3_1 | 25 | 0.34
a221oi_1 | 24 | 0.45
dfxtp_1 | 36 | 1.5
a211oi_1 | 12 | 0.19
mux4_2 | 318 | 15
mux2_1 | 6 | 0.14
buf_1 | 6 | 0.048
nor2_1 | 66 | 0.53
a32o_1 | 6 | 0.13
edfxtp_1 | 1024 | 66
o21ai_1 | 8 | 0.086
a22o_1 | 140 | 2.6
nor2b_1 | 10 | 0.13
a31oi_1 | 24 | 0.32
inv_1 | 2 | 0.016
and2_1 | 5 | 0.067
nand4_1 | 32 | 0.43
buf_4 | 4 | 0.064
a21oi_1 | 30 | 0.32
a21o_1 | 25 | 0.40
buf_2 | 45 | 0.48
o221ai_1 | 6 | 0.11
nand3_1 | 7 | 0.075
nor3_1 | 4 | 0.043
mux2_2 | 30 | 0.72
nor4_1 | 4 | 0.054
buf_6 | 7 | 0.17
nand2_1 | 98 | 0.79
o21ai_0 | 126 | 1.4
dlxtn_1 | 192 | 6.2
clkbuf_1 | 91 | 0.73
==> power by group through the flow <==
stage | sequential, W | clock (W) | combinational (W)
after CTS | 0.00270 | 0.00212 | 0.000373
after global routing | 0.00270 | 0.00221 | 0.000396
final | 0.00270 | 0.00208 | 0.000370
==> layout make-up <==
cell class / instances / area, sq um
fillers: 6760 / 39600
multi-input cells: 1015 / 11600
inverters: 4 / 15.0
repair buffers: 187 / 1480
well taps: 1243 / 1560
flip-flops and latches: 1252 / 34400
diodes: 3 / 7.51
clock inverters: 53 / 597
clock buffers: 133 / 2800
==> worst max-delay path, cell delays in order <==
cell and delay [ps]:
buf_2 540, buf_4 600, nor2b_2 240, buf_4 390, a221oi_1 180, a21o_1 190, a31oi_1 310, clkdlybuf4s50_1 540
No activity file was given, so power comes from the tool's default toggle rates.
