File: ./run.sh
#!/bin/bash
# OpenROAD 26Q1-2900-gdf79404cd8, Yosys 0.63+post, stock flow scripts
make -C /OpenROAD-flow-scripts/flow DESIGN_CONFIG=/design/flow/config.mk WORK_HOME=/design/flow/orfs finish
File: ./constraint.sdc
current_design CarryLook16b

set clk_period 8.9
set clk_io_pct 0.2

create_clock -name clk0 -period $clk_period

set non_clock_inputs [all_inputs -no_clocks]
set_input_delay [expr $clk_period * $clk_io_pct] -clock clk0 $non_clock_inputs
set_output_delay [expr $clk_period * $clk_io_pct] -clock clk0 [all_outputs]
File: ./design.v
`timescale 1ns / 1ps
module CLACell(
		input a,
		input b,
		input c,
		output g,
		output p, 
		output s
	);
	assign g = a & b;
	assign p = a + b;
	assign s = a ^ b ^ c;
endmodule
`timescale 1ns / 1ps
module CarryLook16b(
		input[15:0] a,
		input[15:0] b,
		input sub,
		output[15:0] r,
		output co
    );
	 wire c1, c2, c3;
	 CarryLook4b a1 (a[3:0], b[3:0], sub, sub, r[3:0], c1);
	 CarryLook4b a2 (a[7:4], b[7:4], c1, sub, r[7:4], c2);
	 CarryLook4b a3 (a[11:8], b[11:8], c2, sub, r[11:8], c3);
	 CarryLook4b a4 (a[15:12], b[15:12], c3, sub, r[15:12], co);
endmodule
`timescale 1ns / 1ps
module CarryLook4b(
		input[3:0] a,
		input[3:0] b,
		input c,
		input sub,
		output[3:0] r,
		output co
   );
	wire[3:0] g;
	wire[3:0] p;
	CLACell c1(a[0],b[0] ^ sub, c, g[0], p[0], r[0]);
	CLACell c2(a[1],b[1] ^ sub, (c & p[0]) + (g[0]), g[1], p[1], r[1]);
	CLACell c3(a[2],b[2] ^ sub, (c & p[0] & p[1]) + (g[0] & p[1]) + (g[1]), g[2], p[2], r[2]);
	CLACell c4(a[3],b[3] ^ sub, (c & p[0] & p[1] & p[2]) + (g[0] & p[1] & p[2]) + (g[1] & p[2]) + g[2], g[3], p[3], r[3]);
	assign co = (c & p[0] & p[1] & p[2] & p[3]) + (g[0] & p[1] & p[2] & p[3]) + (g[1] & p[2] & p[3]) + (g[2] & p[3]) + (g[3]);
endmodule
File: ./config.mk
export PLATFORM = sky130hd
export DESIGN_NAME = CarryLook16b
export DESIGN_NICKNAME = CarryLook16b
export VERILOG_FILES = /design/flow/design.v
export SDC_FILE = /design/flow/constraint.sdc
export NUM_CORES = 4
export LEC_CHECK = 1
export CORE_AREA = 10 10 79 79
export DIE_AREA = 0 0 89 89
==> ci_impl_report.md <==
## PnR job results

| Metric | Value |
|---|---|
| Crit Path Max Fanout | `5` |
| Cell Type Count | `39` |
| Syn. warnings | `0` |
| P_int | `0.154 mW` |
| Slew HR | `77.7%` |
| Worst Tran Pin Value | `331 ps` |
| Top cells by area | `ha_1, xor2_1, xnor2_1, buf_4, fa_1` |
| Core area | `4660 µm²` |
| Final setup viols | `0` |
| Cycle use final | `96.4%` |
| Gate power share | `100.0%` |
| Routed vias | `1349` |
| Critical path required time | `7120 ps` |
| Pins Over Slew Limit | `0` |
| Clock buf count | `0` |
| DPL Wire Length | `2800 µm` |
| Largest net degree at the start of global routing | `18` |
| Crit start category | `input pin` |
| Global Route Usage Sum | `8.41%` |
| Total power | `0.243 mW` |
| Post-synth top area cell | `ha_1` |
| Antenna violations before repair | `0` |
| Final core utilization | `46.8%` |
| Chip width | `89 µm` |
| Layout cells sized above 1 | `22.8%` |
| Switching Fraction | `36.8%` |
| Pre-CTS WS | `-376 ps` |
| Worst vdd ir | `0.0000406 V` |
| Detailed Routing Iterations Pass 1 | `4` |
| Max Cap Viol | `0` |
| Fill cells | `443` |
| Global placement routability congestion | `0.855` |
| CP Capture Type | `primary output` |
| Detailed-route DRC error count | `0` |
| Seq share, synth | `0%` |
| CP Data Arrival Time | `6800 ps` |
| Crit path time final | `8580 ps` |
| Count of hold-fix buffers inserted at cts | `0` |
| FP Core Util | `31.0%` |
| First-pass GRT wire length | `5610 µm` |
| # diodes | `0` |
| RSZ-0062 raised after global routing | `false` |
| WS Path Type | `input pin to primary output` |
| Fmax | `117 MHz` |
| Yosys chip area | `1440 µm²` |
| Grt total ovfl | `0` |
| Flop area | `0 µm²` |
| Synth-to-layout area growth | `51.0%` |
| Area leader share | `17.3%` |
| Sequential Power Share | `0%` |
| DR vias/cell | `4.85` |
| I/O pin total | `50` |
| Setup slack after layout | `322 ps` |
| Cell Pwr Density | `112 nW/µm²` |
| Top cells by count | `ha_1, xor2_1, buf_4` |
| Antenna-violating nets left | `0` |
| Hold Crit Class | `input pin to primary output` |
| Initial DRC count | `40` |
| Post-Syn Instances | `176` |
| Mean Syn Cell Area | `8.20 µm²` |
| Netlist Area Pre-Place | `1440 µm²` |
| Flop Count | `0` |
| DR WL/cell | `12.4 µm` |
| Input/output buffers | `50` |
| Number of global-route vias before repair | `1283` |
| Lkg Pwr | `0.943 nW` |
| Status | `finished, final reports clean` |
| Yosys stat cell total | `176` |
| Total wire length | `3440 µm` |
| Chip area | `7920 µm²` |
| OpenROAD warnings | `35` |
| Psw | `0.0895 mW` |
| Clk network pwr share | `0%` |
| Row cnt | `25` |
| DIE HEIGHT | `89 µm` |
| Final Hold Fails | `0` |
==> final timing paths <==
kind,start,end,slack (ps),cells past startpoint
max,b[2],r[14],320,23
min,a[0],r[1],4350,4
==> routing by layer <==
layer	track usage (%)	vias up	share of wire, %
met5	0	-	0
met1	10.8	602	45
met4	0	0	0.41
met2	14.5	41	45
met3	2.48	2	9.7
li1	-	704	-
==> layout make-up <==
cell class / count / area (µm²) / area share [%]
inverter: 15 / 56.3 / 2.58
timing repair buffer: 72 / 682 / 31.3
tap: 54 / 67.6 / 3.10
multi-input combinational: 137 / 1380 / 63.1
==> metrics by stage <==
stage / setup TNS (ps) / hold slack (ps) / cell area (µm²) / instances
finish: 0 / 4350 / 2180 / 278
global route: 0 / 4410 / 2180 / 278
CTS: 0 / 4530 / 2030 / 271
detailed placement: -999 / 4660 / 1950 / 269
global placement: -818 / 4660 / 1950 / 269
floorplan: 0 / 3740 / 1450 / 176
==> worst max-delay path, stage by stage <==
cell	delay, ps
clkdlybuf4s50_1	410
xor2_1	170
ha_2	350
and4b_1	190
o21ai_0	70
and4bb_2	250
xnor2_2	130
ha_2	220
xnor2_2	190
mux2_4	310
nand4_1	130
xor2_1	170
ha_2	240
xnor2_4	150
nor3_2	80
nor4_4	300
xnor2_1	150
ha_2	240
xnor2_4	100
or3_4	400
and2_4	180
xnor2_2	110
clkdlybuf4s50_1	480
==> logic make-up (layout without fill, tap and decap cells) <==
logic type | count (synthesis) | count (layout) | share of synthesized area [%]
multiplexers | 5 | 5 | 3.55
AND/OR/NAND/NOR | 55 | 55 | 28.2
buffers and inverters | 39 | 87 | 15.1
AND-OR/OR-AND | 18 | 18 | 9.36
XOR/XNOR | 36 | 36 | 22.4
adder cells (fa/ha/maj) | 23 | 23 | 21.5
==> cell usage in the layout, fill, tap and decap left out, types with 3 or more instances in the layout <==
cell / n
nor3_1: 5
inv_1: 15
xor2_1: 18
xnor2_1: 10
ha_2: 5
ha_1: 13
nand4_1: 5
a31oi_1: 4
dlymetal6s2s_1: 4
nand4b_1: 5
nor2_1: 5
buf_4: 20
mux2i_1: 3
or3_1: 3
fa_1: 3
nand2_1: 4
xnor2_4: 3
nand4bb_1: 4
clkdlybuf4s50_1: 44
nand3b_1: 7
o21ai_0: 5
xnor2_2: 3
==> what timing repair did <==
| action | 4_1_cts | 5_1_grt |
|---|---|---|
| setup endpoints to repair | 3 | 3 |
| resized | 16 | 22 |
| pin swaps | 16 | 24 |
| hold endpoints to repair | 0 | 0 |
| buffers inserted | 2 | 7 |
==> power by group through the flow <==
stage / clock [mW] / combinational [mW] / sequential, mW
6_report: 0 / 0.243 / 0
5_1_grt: 0 / 0.270 / 0
4_1_cts: 0 / 0.227 / 0
Power and IR drop assume default switching activity.
